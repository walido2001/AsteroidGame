==> ./run.sh <==
#!/bin/bash
# OpenROAD 26Q1-2900-gdf79404cd8, Yosys 0.63+post, stock flow scripts
make -C /OpenROAD-flow-scripts/flow DESIGN_CONFIG=/design/flow/config.mk WORK_HOME=/design/flow/orfs finish
==> ./config.mk <==
export PLATFORM = sky130hd
export DESIGN_NAME = segmentDisplay
export DESIGN_NICKNAME = segmentDisplay
export VERILOG_FILES = /design/flow/design.v
export SDC_FILE = /design/flow/constraint.sdc
export NUM_CORES = 4
export LEC_CHECK = 1
export CORE_AREA = 10 10 70 70
export DIE_AREA = 0 0 80 80
==> ./constraint.sdc <==
current_design segmentDisplay

set clk_period 1.3
set clk_io_pct 0.2

create_clock -name clk0 -period $clk_period

set non_clock_inputs [all_inputs -no_clocks]
set_input_delay [expr $clk_period * $clk_io_pct] -clock clk0 $non_clock_inputs
set_output_delay [expr $clk_period * $clk_io_pct] -clock clk0 [all_outputs]
==> ./design.v <==
module segmentDisplay (input [3:0] a, output [6:0] b);
	assign b[0] = (~a[3] & ~a[2] & ~a[1] & a[0]) | (~a[3] & a[2] & ~a[1] & ~a[0]) | (a[3] & ~a[2] & a[1] & a[0]) | (a[3] & a[2] & ~a[1] & a[0]);
	assign b[1] = (~a[3] & a[2] & ~a[1] & a[0]) | (~a[3] & a[2] & a[1] & ~a[0]) | (a[3] & a[1] & a[0]) | (a[3] & a[2] & ~a[0]);
	assign b[6] = (~a[3] & ~a[2] & ~a[1]) | (~a[3] & a[2] & a[1] & a[0]) | (a[3] & a[2] & ~a[1] & ~a[0]);
	assign b[5] = ( (~a[3] & ~a[2]) & ( (~a[1] & a[0]) | a[1] ) ) | (~a[3] & a[2] & a[1] & a[0]) | (a[3] & a[2] & ~a[1] & a[0]);
	assign b[2] = (~a[3] & ~a[2] & a[1] & ~a[0]) | (a[3] & a[2] & ~a[1] & ~a[0]) | (a[3] & a[2] & a[1]);
	assign b[3] = (~a[3] & ~a[2] & ~a[1] & a[0]) | (~a[3] & a[2] & ~a[1] & ~a[0]) | (a[3] & ~a[2] & a[1] & ~a[0]) | (a[2] & a[1] & a[0]);
	assign b[4] = (~a[3] & ~a[2] & a[0]) | (~a[3] & a[2] & ~a[1]) | (~a[3] & a[2] & a[1] & a[0]) | (a[3] & ~a[2] & ~a[1] & a[0]);
endmodule
==> reports/summary.log <==
INFO  run_status     status=finished, violations left
INFO  run_status     violations=negative setup slack
INFO  routing        dr.first_iter.drc_count=13
INFO  critical_path  path_max_fanout=4
INFO  critical_path  maximum_single_stage_delay_on_the_critical_path=0.20ns
INFO  sta            slew_viol_final=0
INFO  global_routing grt_start_max_net_pins=8
INFO  routing        route.detailed.vias_per_inst=3.173
INFO  yosys          synthDominantCellAreaShare=13.95%
INFO  yosys          post_synth_instance_area=215.2squm
INFO  layout         n_sequential_cell=0
INFO  critical_path  required=1.04ns
INFO  yosys          ys_cells=33
INFO  power          internal-power=0.07888mW
INFO  sta            unrepaired_setup_endpoints_after_global_routing=true
INFO  critical_path  setup.worst_path.start_class=input pin
INFO  yosys          ys_sh_simple=38.37%
INFO  floorplan      top_level_ports=11
INFO  critical_path  setup.worst_path.end_class=output port
INFO  critical_path  worst_setup_path_startpoint=a[2]
INFO  global_routing first_pass_grt_wire_length=1.469mm
INFO  floorplan      placementRows=21
INFO  placed_design  placed_area=420.4squm
INFO  yosys          ys.warnings.count=0
INFO  layout         post-route-util=13.30%
INFO  floorplan      die_y=80um
INFO  placed_design  gp_routability_congestion=0.5965
INFO  routing        ant_nets=0
INFO  yosys          synthAoiAreaFrac=40.12%
INFO  sta            final.hold.worst_slack=0.8775ns
INFO  floorplan      placeableCoreArea=0.003416sqmm
INFO  floorplan      initial_core_util=6.300%
INFO  sta            tightestPinTransition=0.1563ns
INFO  floorplan      chip_area=0.006400sqmm
INFO  min_path       hold_class=in2out
INFO  sta            setup_ws=-0.02333ns
INFO  yosys          synth.cellmix.xorXnorShare=4.070%
INFO  routing        wirelength=867um
INFO  critical_path  crit_chain=buf_8 -> and2b_2 -> buf_6 -> o21ba_4 -> o21ai_2 -> buf_2
INFO  layout         storage_cell_area=0squm
INFO  critical_path  critical_path_arrival=1.06ns
INFO  layout         finalInstanceArea=454.2squm
INFO  routing        route.antenna.diode_count=0
INFO  yosys          synth_cell_types=20
INFO  layout         nClkBuffers=0
INFO  routing        routed-via-count=311
INFO  run            tool_warning_count=34
INFO  sta            period_minus_slack=1.323ns
INFO  yosys          synthesis.instances=33
INFO  global_routing grt-ovfl-total=0
INFO  global_routing grt_antenna_before_repair=0
INFO  sta            hold_viol_final=0
INFO  sta            setup_violations=1
INFO  layout         layout-area-overhead-vs-synth=111.0%
INFO  run            number_of_max_capacitance_violations_reported=0
INFO  critical_path  critical_path_class=in2out
INFO  routing        routed_wire_length_per_instance=8.847um
INFO  global_routing number_of_global_route_vias_before_repair=308
INFO  power          static_leakage=0.1903nW
INFO  min_path       worstHoldPathCells=4
INFO  floorplan      dieWidth=80um
INFO  yosys          synth.area.top_cells=sky130_fd_sc_hd__o21ai_1, sky130_fd_sc_hd__buf_6, sky130_fd_sc_hd__a21oi_1
INFO  power          pwr-share-clk=0%
INFO  yosys          synth_dominant_cell_count=sky130_fd_sc_hd__o21ai_1
INFO  placed_design  place.port_buffers=11
INFO  yosys          synthTopLogicFamily=AND-OR/OR-AND gates
INFO  yosys          top_cells_by_count=sky130_fd_sc_hd__o21ai_1, sky130_fd_sc_hd__a21oi_1
INFO  yosys          synthAdderAreaFrac=0%
INFO  yosys          mux_area_share=0%
INFO  power          net-switching-power=0.05734mW
INFO  yosys          syn_area_per_cell=6.521squm
INFO  power          combPwrFrac=100.0%
INFO  yosys          total_cell_area_reported_by_yosys_after_synthesis=215.2squm
INFO  routing        detailedRoute.firstPassIterationCount=3
INFO  placed_design  place_ws=-0.7543ns
INFO  power          pwr-share-seq=0%
INFO  routing        drc=0
INFO  layout         final_layout_size_suffix_gt1_share=65.38%
INFO  power          power_density=299.9mW/mm^2
INFO  min_path       hold_start=a[1]
INFO  global_routing grt_usage=2.678%
INFO  power          peak_supply_drop=0.05559mV
INFO  placed_design  dp_hpwl=651.9um
INFO  critical_path  crit_slowest_cell=sky130_fd_sc_hd__and2b_2
INFO  sta            max-slew-margin-rel=89.57%
INFO  sta            fin_crit_sh=101.8%
INFO  yosys          yosysTopAreaCell=sky130_fd_sc_hd__o21ai_1
INFO  sta            fmax=755.7MHz
INFO  power          switching_share=42.09%
INFO  yosys          yosysSeqAreaShare=0%
path summary, 6_finish.rpt:
path,end,slack [ns]
max,b[5],-0.02
min,b[1],0.88
logic make-up (layout without fill, tap and decap cells):
group | after synthesis | in the layout
AOI/OAI and AO/OA | 14 | 14
and+or+nand+nor | 13 | 13
buffers and inverters | 5 | 24
xor gates and xnor gates | 1 | 1
cell usage in the layout (no fill, tap or decap), types with 2 or more instances in the layout:
cell type	count
sky130_fd_sc_hd__buf_8	2
sky130_fd_sc_hd__nand3_1	2
sky130_fd_sc_hd__o21ai_2	2
sky130_fd_sc_hd__a21oi_2	2
sky130_fd_sc_hd__buf_6	4
sky130_fd_sc_hd__o21ai_1	5
sky130_fd_sc_hd__buf_2	7
sky130_fd_sc_hd__buf_4	8
sky130_fd_sc_hd__nand4_1	2
sky130_fd_sc_hd__a21oi_1	2
sky130_fd_sc_hd__inv_1	2
worst max-delay path, delay by kind of cell:
kind	cells	cell delay, ns
AOI/OAI and AO/OA	2	0.28
buffers and inverters	3	0.33
and+or+nand+nor	1	0.20
layer usage:
layer / share of wire (%) / routed length, um / vias to the layer above / GRT usage (%)
met5: 0 / 0 / - / 0
met4: 0 / 0 / 0 / 0
met3: 9.1 / 79 / 0 / 1.136
met2: 45 / 389 / 6 / 4.575
met1: 46 / 398 / 148 / 3.230
li1: - / - / 157 / -
power groups by stage:
| stage | logic [mW] | registers (mW) | clock network (mW) |
|---|---|---|---|
| 6_report | 0.136 | 0 | 0 |
| 4_1_cts | 0.140 | 0 | 0 |
| 5_1_grt | 0.152 | 0 | 0 |
what timing repair did:
item | CTS | global route
setup endpoints to repair | 7 | 6
gates cloned | 1 | 0
hold endpoints to repair | 0 | 0
hold buffers | 0 | 0
pin swaps | 6 | 5
gates resized | 53 | 5
buffers inserted | 2 | 0
through the flow:
step                      std cells  power [mW]  TNS (ns)
final                            98      0.1362  -0.02333
after global routing             98      0.1516  -0.09416
after CTS                        99      0.1405  -0.02965
after detailed placement         96      0.1309    -4.921
after global placement           96      0.1310    -4.913
after floorplan                  33     0.05481         0
layout make-up:
cell class,count,area (sq um)
inverter,2,7.507
fill,393,2962
tap,46,57.56
timing repair buffer,22,175.2
multi-input combinational,28,214.0
Power and IR drop assume default switching activity.
