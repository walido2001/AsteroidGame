==> design/flow/design.v <==
module destroyAnimation(
input [9:0] HCounter,
input [9:0] VCounter,
input destroy,
input [32:0] dH,
input [32:0] dV,
input clk,
output reg dRed,
output reg dGreen);
	reg [32:0] hMax = 33'd40;
	reg [32:0] vMax = 33'd40;
	reg [32:0] one = 33'd8;
	reg [32:0] two = 33'd16;
	reg [32:0] three = 33'd24;
	reg [32:0] four = 33'd32;
	always@(dV or dH) begin
		if(clk == 0) begin
			if(VCounter == (dV-vMax) || VCounter == (dV+vMax)) begin
				if(HCounter == dH) begin
					dRed <= 1; dGreen <= 0;
				end else begin
					dRed <= 0; dGreen <= 0;
				end
			end else if(VCounter == (dV-vMax+one) || VCounter == (dV+vMax-one)) begin
				if(HCounter == dH || HCounter == (dH - hMax + one) || HCounter == (dH + hMax - one)) begin
					dRed <= 1; dGreen <= 0;
				end else begin
					dRed <= 0; dGreen <= 0;
				end
			end else if(VCounter == (dV-vMax+two) || VCounter == (dV+vMax-two)) begin
				if(HCounter >= (dH - hMax + two) && HCounter <= (dH + hMax - two)) begin
					dRed <= 1; dGreen <= 0;
				end else begin
					dRed <= 0; dGreen <= 0;
				end
			end else if(VCounter == (dV-vMax+three) || VCounter == (dV+vMax-three)) begin
				if(HCounter >= (dH - hMax + three) && HCounter <= (dH + hMax - three)) begin
					dRed <= 1; dGreen <= 0;
				end else begin
					dRed <= 0; dGreen <= 0;
				end
			end else if(VCounter == (dV-vMax+four) || VCounter == (dV+vMax-four)) begin
				if(HCounter >= (dH - hMax + two) && HCounter <= (dH + hMax - two)) begin
					dRed <= 1; dGreen <= 0;
				end else begin
					dRed <= 0; dGreen <= 0;
				end
			end else if(VCounter == dV) begin
				if(HCounter >= (dH - hMax) && HCounter <= (dH + hMax)) begin
					dRed <= 1; dGreen <= 0;
				end else begin
					dRed <= 0; dGreen <= 0;
				end
			end else begin
				dRed <= 0; dGreen <= 0;
			end
		end else begin
			dRed <= 0; dGreen <= 0;
		end
	end
endmodule
==> design/flow/run.sh <==
#!/bin/bash
# OpenROAD 26Q1-2900-gdf79404cd8, Yosys 0.63+post, stock flow scripts
make -C /OpenROAD-flow-scripts/flow DESIGN_CONFIG=/design/flow/config.mk WORK_HOME=/design/flow/orfs finish
==> design/flow/config.mk <==
export PLATFORM = sky130hd
export DESIGN_NAME = destroyAnimation
export DESIGN_NICKNAME = destroyAnimation
export VERILOG_FILES = /design/flow/design.v
export SDC_FILE = /design/flow/constraint.sdc
export NUM_CORES = 4
export LEC_CHECK = 1
export CORE_UTILIZATION = 40
==> design/flow/constraint.sdc <==
current_design destroyAnimation

set clk_period 14.4
set clk_io_pct 0.2

create_clock -name clk0 -period $clk_period

set non_clock_inputs [all_inputs -no_clocks]
set_input_delay [expr $clk_period * $clk_io_pct] -clock clk0 $non_clock_inputs
set_output_delay [expr $clk_period * $clk_io_pct] -clock clk0 [all_outputs]
==> reports/metrics.yaml <==
status:
  status: "finished clean"
synthesis:
  ys_seq_share: 0
  yosysTopAreaCell: "xnor2_1"
  yosysTopAreaCellShare: 0.113
  synth_warnings: 1
  ys_cells: 1933
  synth.area.top_cells: "xnor2_1, xor2_1, ha_1"
  synthesis.instances: 1933
  syn-cell-area_sq_um: 12700
  netlist-cell-type-count: 109
  ys_area_sq_um: 12700
  avgSynthCellArea_sq_um: 6.58
critical_path:
  critical_path_class: "in2out"
  start_kind: "primary input"
  crit_path_end_kind: "primary output"
  crit_fanout: 21
  worst_ep_required_time_ns: 11.52
  arrival_ns: 9.47
sta:
  period_minus_slack_ns: 12.35
  whs_ns: 6.78
  period_used_share: 0.857
  max_slew_margin: 0.234
  rsz0062_at_grt: "no"
  setup_viol: 0
  tightest_slew_ns: 1.12
  slew_violations: 0
  fin_setup_tns_ns: 0
  fin_ws_ns: 2.05
  hold_viol: 0
  fmax_mhz: 81.0
power_and_ir_drop:
  p_per_area_nw_per_um2: 28.1
  power.leakage_nw: 4.28
  p_int_w: 0.000145
  power_frac_seq: 0
  pwr-share-comb: 1.000
  netSwitchingPower_w: 0.000246
  swShare: 0.629
  clock_power_share: 0
  max-vdd-ir-drop_mv: 0.0237
routing:
  avgRoutedWirePerCell_microns: 22.8
  antennaDiodeCount: 0
  totalWireLength_mm: 53.4
  dr.first_iter.drc_count: 1842
  ant_nets: 0
  drc: 0
  firstDrtPassIters: 8
  vias: 15627
  viasPerCell: 6.68
floorplanning:
  die_area_sq_um: 32500
  num_rows: 64
  core_area_sq_um: 30900
  io-pin-count: 90
  die_h_microns: 180
  die_w_microns: 180
  fp_util: 0.411
layout:
  design_area_sq_um: 13900
  drive_above_1_share: 0.0664
  seqCellArea_sq_um: 0
  areaGrowthSynthToFinish_pct: 9.44
  fillers: 3224
  fin_cells: 2339
  ff_count: 0
  clock_buffers: 0
grt:
  busiest_layer: "met1"
  antenna_found_initial: 0
  use_met3: 0.0620
  gr-usage-met1: 0.517
  globalRouteTotalUtil: 0.322
  overflow: 0
  met2_usage: 0.436
  grt_pass1_wl_mm: 82.1
  grt_pass1_vias: 13517
  grt_start_max_net_pins: 34
job:
  cap_viol_max_count: 0
  tool_warnings: 50
placement:
  dp.cells: 2339
  place_ws_ns: 2.29
  gp_congestion: 1.02
  placed_cell_area_sq_um: 13900
  io_buffer_count: 88
  dpl.hpwl_mm: 43.2
clocking:
  cts_resized: 0
  cts_hold_buf: 0
  post_cts_buffers: 0
hold_path:
  hold_path_class: "in2out"
==> worst max-delay path: stages <==
cell	delay [ns]
clkdlybuf4s50_1	0.45
buf_4	0.26
ha_1	0.51
o21ai_0	0.17
xor2_1	0.51
nand4b_1	0.32
nand2b_1	0.35
xnor2_1	0.18
ha_1	0.31
nand3_1	0.12
nor3_1	0.07
or4_1	0.40
or4_1	0.41
a2111oi_0	0.70
nand4_1	0.36
o311ai_1	0.40
a21oi_1	0.10
a311o_1	0.32
o211ai_1	0.10
a211oi_1	0.11
clkdlybuf4s50_1	0.42
==> metrics by stage <==
step / util / total power, W
2_1_floorplan: - / 0.000260
3_3_place_gp: 0.450 / 0.000379
3_5_place_dp: 0.450 / 0.000380
4_1_cts: 0.450 / 0.000382
5_1_grt: 0.450 / 0.000423
6_report: 0.450 / 0.000391
==> per-layer routing <==
layer	wire length, microns	up-vias
met4	1280	0
met3	5450	71
met1	25700	7346
li1	-	7411
met2	20900	799
met5	0	-
==> logic make-up after synthesis <==
family,synth area share
buf+inv,0.0563
compound gates,0.255
fa+ha+maj,0.0618
simple gates,0.405
other cells,0.000295
mux,0.0237
xor+xnor,0.197
==> power groups by stage <==
stage                 sequential [W]  clock, W  combinational (W)
after global routing               0         0           0.000423
final                              0         0           0.000391
after CTS                          0         0           0.000382
==> path summary, 6_finish.rpt <==
check             start  slack [ns]   end  cells past startpoint
setup / recovery  dH[3]        2.05  dRed                     21
hold / removal      clk        6.78  dRed                      4
==> layout make-up <==
type | count | area (sq um) | share of cell area
multi-input cells | 1765 | 12000 | 0.863
inverters | 38 | 143 | 0.0103
repair buffers | 140 | 1270 | 0.0914
well taps | 396 | 495 | 0.0356
==> synthesized netlist by cell type (all sizes together) (37+ instances only) <==
| library cell | count |
|---|---|
| xnor2 | 165 |
| ha | 62 |
| a21oi | 82 |
| nand3 | 99 |
| xor2 | 118 |
| or4 | 37 |
| nor3 | 110 |
| nor2 | 154 |
| a31oi | 43 |
| clkbuf | 79 |
| nand2 | 157 |
| inv | 38 |
| nor4 | 79 |
| nand4 | 69 |
| o21ai | 68 |
| buf | 51 |
==> layout by cell type, fill, tap and decap left out, types with 38 or more instances in the layout <==
cell,count
nor2_1,153
o21ai_0,63
clkdlybuf4s50_1,88
nor3_1,108
inv_1,38
nand3_1,98
xor2_1,118
ha_1,62
buf_4,52
nand4_1,69
nor4_1,71
a31oi_1,43
a21oi_1,82
nand2_1,153
xnor2_1,164
Power and IR drop assume default switching activity.
