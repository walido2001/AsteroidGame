**flow/design.v**
```verilog
module HorizentalVerticalControl (
	input normalCLK,
	output reg [9:0] HControl=0,
	output reg [9:0] VControl=0
);
	always @ (posedge normalCLK)
		begin 
			if (HControl < 800) 
				begin 
					HControl <= HControl + 1;
				end
			else 
				begin 
					HControl <= 0;
					if(VControl < 525) begin
						VControl <= VControl + 1;
					end
					else begin 
						VControl <= 0;
					end
				end
		end
endmodule
```
**flow/run.sh**
```bash
#!/bin/bash
# OpenROAD 26Q1-2900-gdf79404cd8, Yosys 0.63+post, stock flow scripts
make -C /OpenROAD-flow-scripts/flow DESIGN_CONFIG=/design/flow/config.mk WORK_HOME=/design/flow/orfs finish
```
**flow/config.mk**
```make
export PLATFORM = sky130hd
export DESIGN_NAME = HorizentalVerticalControl
export DESIGN_NICKNAME = HorizentalVerticalControl
export VERILOG_FILES = /design/flow/design.v
export SDC_FILE = /design/flow/constraint.sdc
export NUM_CORES = 4
export LEC_CHECK = 1
export CORE_AREA = 10 10 89 89
export DIE_AREA = 0 0 99 99
```
**flow/constraint.sdc**
```tcl
current_design HorizentalVerticalControl

set clk_period 2.9
set clk_io_pct 0.2

create_clock -name clk0 -period $clk_period [get_ports {normalCLK}]

set non_clock_inputs [all_inputs -no_clocks]
set_input_delay [expr $clk_period * $clk_io_pct] -clock clk0 $non_clock_inputs
set_output_delay [expr $clk_period * $clk_io_pct] -clock clk0 [all_outputs]
```
==> results_dict.tcl <==
# place-and-route summary
set metrics [dict create \
    leakage_nw 0.452 \
    insertion_delay_ps 260 \
    dp_cells 188 \
    r2r_end "VControl[2]$_SDFFCE_PP0P_" \
    synthTopCellsByCount "10 x dfxtp_1, 10 x edfxtp_1, 8 x a21oi_1, 8 x nand3_1, 8 x o21ai_0" \
    hold_viol 0 \
    ios 21 \
    finalPower_mw 0.509 \
    tns_ps 0 \
    dp_worst_setup_slack_ps 1050 \
    overflow 0 \
    ant_nets 0 \
    maxSlewViolCount 0 \
    vdd_drop_max_v 0.000208 \
    post-cts-setup-buffers 0 \
    hold_buffers 0 \
    firstDrtPassIters 3 \
    worstSetupPathType "reg2out" \
    status "finished, final reports clean" \
    worst_slack_ps 991 \
    power.density_nw_per_um2 392 \
    path_buffers 1 \
    syn2layout_area_growth_pct 35.7 \
    yosysWarningCount 1 \
    fin_crit_ps 1910 \
    r2r_slack_ps 1040 \
    crit_path_cell_trace "clkdlybuf4s50_1" \
    cp_num_cells 1 \
    cp-endpoint "VControl[2]" \
    ff_type "edfxtp_1" \
    ys_area_um2 957 \
    final-seq-area_um2 500 \
    grt.total_usage_pct 4.58 \
    drc_errors 0 \
    setup_viol 0 \
    crit_arrival_ps 1330 \
    drt_iter0_markers 30 \
    die_w_um 99 \
    warnings 26 \
    synthCells 94 \
    grt_first_pass_wirelength_um 3750 \
    design.core.area_um2 5990 \
    cts.sink_count 20 \
    async_flop_share_pct 0 \
    mi_logic_area_um2 423 \
    fp-row-count 28 \
    largest_area_cell "edfxtp_1" \
    dp_hpwl_um 1570 \
    period_used_pct 65.8 \
    synth-seq-cells 20 \
    chip_area_um2 9800 \
    crit_family "buffers and inverters" \
    tritoncts "yes" \
    die_y_um 99 \
    stdcell_count 192 \
    cp_slowest_cell "clkdlybuf4s50_1" \
    rr_worst_depth 5 \
    fin_skew_ps 0.680 \
    hold_path_class "reg2reg" \
    worstSetupStartpoint "VControl[2]$_SDFFCE_PP0P_" \
    clockBufferDepth 2 \
    grt_pass1_vias 730 \
    top_area_share_pct 31.4 \
    critPathMaxFanout 8 \
    ys_seq_share_pct 52.3 \
    syn_area_per_cell_um2 10.2 \
    gp_congestion 0.804 \
    fillers 643 \
    slowest_delay_ps 550 \
    cts_root_buffer "clkbuf_8" \
    fp_util_pct 16.0 \
    grt_max_degree 18 \
    cap_violations 0 \
    area_leaders "edfxtp_1 31%, dfxtp_1 21%, a21oi_1 4.2%" \
    yosysCellCount 94 \
    ctsResizeCount 0 \
    required_ps 2320 \
    vias_per_cell 4.01 \
    numPortBuffers 20 \
    r2r_start "VControl[0]$_SDFFCE_PP0P_" \
    synthesis.area_um2 957 \
    diodes 0 \
    cts.clk_slew.worst_paths_ps 80 \
    endpoint_kind "output port" \
    tightest_slew_ps 680 \
    numCtsBuffers 3 \
    final_layout_size_suffix_gt1_share_pct 6.84 \
    synth-edff-count 10 \
    wirelength_um 2190 \
    wl_per_cell_um 11.4 \
    crit_path_start_kind "register" \
    vias 769 \
    synth_cell_types 30 \
    max_freq_mhz 524 \
    htree_levels 1 \
    rsz0062_at_grt "false" \
    antenna_found_initial 0 \
    slew_headroom_pct 54.4 \
]
[report_power, final]
group	internal [mW]	switching [mW]	leakage, nW	total [mW]
combinational	0	0	0.226	0.000000226
sequential	0.293	0	0.197	0.293
clock	0.121	0.0945	0.0288	0.215
[how the worst min path moves through the flow]
stage                       from                     end  slack (ps)  depth (start not counted)
6_report  HControl[0]$_SDFF_PP0_  HControl[0]$_SDFF_PP0_         490                          1
5_1_grt   HControl[0]$_SDFF_PP0_  HControl[0]$_SDFF_PP0_         530                          1
4_1_cts   HControl[0]$_SDFF_PP0_  HControl[0]$_SDFF_PP0_         490                          1
[routing by layer]
layer | GRT usage, % | vias to the layer above | share of wire [%]
met2 | 5.96 | 23 | 39
met5 | 0 | - | 0
li1 | - | 397 | -
met3 | 3.38 | 0 | 14
met4 | 0.110 | 0 | 0
met1 | 6.24 | 349 | 47
[registers in the layout (all words and copies together) (netlist names)]
register,cells
HControl,10
VControl,10
[area by class of cell]
cell class	instances	share of cell area [%]
Sequential cell	20	38.5
Clock buffer	4	4.24
Timing Repair Buffer	20	15.4
Inverter	7	2.02
Multi-Input combinational cell	66	32.6
Tap cell	75	7.23
[per-stage QoR]
step	cell area (um^2)	hold WS [ps]	util (%)
floorplan	957	430	-
global placement	1240	464	20.8
detailed placement	1240	470	20.8
CTS	1300	487	21.7
global route	1300	527	21.7
finish	1300	490	21.7
[layout by cell type (no fill, tap or decap)]
master            n
a21o_1            1
a21oi_1           8
a311oi_1          1
a31oi_1           2
and2_1            1
clkbuf_8          4
clkdlybuf4s50_1  20
clkinv_1          1
dfxtp_1          10
edfxtp_1         10
ha_1              3
inv_1             6
nand2_1           3
nand3_1           8
nand3b_1          1
nand4_1           2
nand4_2           1
nor2_1            7
nor2b_1           1
nor4_2            1
nor4b_1           1
o211ai_1          1
o21ai_0           8
o21ai_1           1
o311ai_2          1
o31ai_1           1
or3_1             6
or3_2             1
or4_1             1
xnor2_1           3
xor2_1            2
[cells by family (layout without fill, tap and decap cells)]
kind of cell    after synthesis  after routing  synth area share (%)
compound gates               24             24                  15.2
buf+inv                       8             31                  3.53
flops                        20             20                  52.3
simple gates                 34             34                  20.5
fa+ha+maj                     3              3                  3.92
xor+xnor                      5              5                  4.58
Power and IR drop assume default switching activity.
